File: flow/config.mk
export PLATFORM = sky130hd
export DESIGN_NAME = render_object_snake_head
export DESIGN_NICKNAME = render_object_snake_head
export VERILOG_FILES = /design/flow/design.v
export SDC_FILE = /design/flow/constraint.sdc
export NUM_CORES = 4
export LEC_CHECK = 1
export CORE_UTILIZATION = 40
File: flow/constraint.sdc
current_design render_object_snake_head

set clk_period 4.3
set clk_io_pct 0.2

create_clock -name clk0 -period $clk_period [get_ports {i_clk}]

set non_clock_inputs [all_inputs -no_clocks]
set_input_delay [expr $clk_period * $clk_io_pct] -clock clk0 $non_clock_inputs
set_output_delay [expr $clk_period * $clk_io_pct] -clock clk0 [all_outputs]
File: flow/design.v
module render_object_snake_head (
    input  wire        i_clk,
    input  wire        i_rst_n,
    input  wire [63:0] i_s_axis_tdata,
    input  wire        i_s_axis_tvalid,
    input  wire        i_s_axis_tlast,
    output wire        o_s_axis_tready,
    input  wire [9:0]  i_pixel_x,
    input  wire [9:0]  i_pixel_y,
    input  wire        i_video_on,
    output reg  [3:0]  o_vga_r,
    output reg  [3:0]  o_vga_g,
    output reg  [3:0]  o_vga_b,
    output reg  [9:0]  o_obj0_x,
    output reg  [9:0]  o_obj0_y
);
    localparam OBJ_WIDTH = 64;
    localparam OBJ_HEIGHT = 48;
    localparam VELOCITY = 8;
    localparam MAX_X = 640 - OBJ_WIDTH;   
    localparam MAX_Y = 480 - OBJ_HEIGHT;   
    assign o_s_axis_tready = 1'b1;   
    wire [7:0] w_direction = i_s_axis_tdata[15:8];    
    reg [7:0] r_hold_direction; 
    always @(*) begin 
        if (w_direction != r_hold_direction) r_hold_direction <= w_direction;
    end
    always @(posedge i_clk or negedge i_rst_n) begin
        if (!i_rst_n) begin
            o_obj0_x <= 10'd320 - (OBJ_WIDTH/2);
            o_obj0_y <= 10'd450;
        end else begin
            if (i_s_axis_tvalid && i_s_axis_tlast) begin
                case (r_hold_direction)
                    8'd1: begin   
                        if (o_obj0_y > VELOCITY)
                            o_obj0_y <= o_obj0_y - VELOCITY;
                    end
                    8'd2: begin   
                        if (o_obj0_y < MAX_Y)
                            o_obj0_y <= o_obj0_y + VELOCITY;
                    end
                    8'd3: begin   
                        if (o_obj0_x > VELOCITY)
                            o_obj0_x <= o_obj0_x - VELOCITY;
                    end
                    8'd4: begin   
                        if (o_obj0_x < MAX_X)
                            o_obj0_x <= o_obj0_x + VELOCITY;
                    end
                    default: ;  
                endcase
            end
        end
    end
    wire w_in_sprite_x = (i_pixel_x >= o_obj0_x) && (i_pixel_x < o_obj0_x + OBJ_WIDTH);
    wire w_in_sprite_y = (i_pixel_y >= o_obj0_y) && (i_pixel_y < o_obj0_y + OBJ_HEIGHT);
    wire w_in_sprite = w_in_sprite_x && w_in_sprite_y && i_video_on;
    always @(*) begin
        if (w_in_sprite) begin
            o_vga_r = 4'h0;
            o_vga_g = 4'hF; 
            o_vga_b = 4'h0;
        end else begin
            o_vga_r = 4'h0;
            o_vga_g = 4'h0;
            o_vga_b = 4'h0;
        end
    end
endmodule
File: flow/run.sh
#!/bin/bash
# OpenROAD 26Q1-2900-gdf79404cd8, Yosys 0.63+post, stock flow scripts
make -C /OpenROAD-flow-scripts/flow DESIGN_CONFIG=/design/flow/config.mk WORK_HOME=/design/flow/orfs finish
==> flow_summary.json <==
{
  "placed_area_um2": 2530,
  "cp-end-kind": "output pin",
  "gp_congestion": 0.837,
  "rr_endpoint": "o_obj0_y[9]$_DFFE_PN0P_",
  "crit_top_cell": "clkdlybuf4s50_1",
  "top_cell_area_share_pct": 20.5,
  "muxShareOfSynthArea_pct": 2.05,
  "cap_violations": 0,
  "hold_class": "flip-flop to flip-flop",
  "dp_hpwl_um": 3540,
  "dieArea_um2": 5480,
  "crit_path_start_kind": "input port",
  "yosysCellCount": 232,
  "cts_tree": "built",
  "drc": 0,
  "synthSimpleGateAreaFrac_pct": 16.6,
  "pre_cts_ws_ps": 381,
  "synth_area_leader_cell": "ha_1",
  "avgSynthCellArea_um2": 8.94,
  "vdd_drop_max_uv": 70.9,
  "cts_setup_buffers": 0,
  "grt_usage_pct": 17.0,
  "totalWireLength_um": 4270,
  "finalHoldViolations": 0,
  "wl_per_cell_um": 12.5,
  "io_pins": 122,
  "grt_pass1_vias": 1577,
  "synthDistinctLibCells": 49,
  "warning_count": 90,
  "path_cells": "clkdlybuf4s50_1 -> ha_1 -> nor4b_1 -> nand3_1 -> a31o_2 -> a32oi_1 -> and4b_1 -> clkdlybuf4s50_1",
  "syn_inst": 232,
  "reg2reg_from": "o_obj0_y[4]$_DFFE_PN0P_",
  "worstPathRequired_ps": 3440,
  "fp-utilization_pct": 42.8,
  "grt_overflow": 0,
  "rsz0062_at_grt": "false",
  "yosys_area_um2": 2070,
  "htreeDepth": 1,
  "tightestPinTransition_ps": 674,
  "firstDrtPassIters": 4,
  "grt_start_max_net_pins": 15,
  "numCtsBuffers": 3,
  "ant_nets": 0,
  "finClkSkew_ps": 0.551,
  "cp_max_fo": 4,
  "ys_sh_adder_pct": 20.5,
  "topCombFamilyByArea": "adder cells",
  "ys.warnings.count": 9,
  "final.fill_count": 463,
  "clkLatencyLatePin_ps": 240,
  "cp_top_family": "buffers and inverters",
  "arrival_ps": 3040,
  "antenna_found_initial": 0,
  "die_height_um": 74.0,
  "cellLeakagePower_uw": 0.00110,
  "logic_area_um2": 1410,
  "fin_ws_ps": 403,
  "crit_buf_inv": 2,
  "rrSetupSlack_ps": 1970,
  "crit_end": "o_vga_g[0]",
  "grt_pass1_wl_um": 7240,
  "untimed_endpoints": 8,
  "yosys.area_share.xor_xnor_pct": 11.8,
  "fmax_mhz": 257,
  "clkTransAtPathRegs_ps": 60,
  "holdWs_ps": 541,
  "compound_area_share_pct": 14.2,
  "slew_violations": 0,
  "power_density_nw_per_um2": 141,
  "crit_slowest_cell": "clkdlybuf4s50_1",
  "slowest_delay_ps": 480,
  "syn_to_final_growth_pct": 24.1,
  "syn_area_um2": 2070,
  "cp.depth": 8,
  "rr_worst_depth": 7,
  "final_area_um2": 2570,
  "clockBufferDepth": 2,
  "max_slew_margin_pct": 54.9,
  "via_per_inst": 4.85,
  "vias": 1658,
  "post_cts_resized": 0,
  "final-seq-area_um2": 477,
  "core_um2": 4850,
  "ys.flops": 22,
  "num_rows": 25,
  "drt_iter0_drc": 28,
  "topCellsByArea": "ha_1, dfrtp_1, xnor2_1, buf_4, dfstp_2",
  "hold_buffers": 0,
  "path_class": "input port to output pin",
  "antenna_cells_inserted": 0,
  "cts_root_buf": "clkbuf_8",
  "finalSetupViolations": 0,
  "period_used_pct": 90.6,
  "fin_crit_ps": 3900,
  "status": "complete, no violations",
  "die_width_um": 74.0,
  "crit_start": "i_pixel_x[4]",
  "unclocked_pins": 8,
  "port_buffers": 49,
  "fin_tns_setup_ps": 0,
  "drive_gt1_share_pct": 8.00
}
==> routing by layer <==
metal	up-vias	share of wire, %	track usage (%)	wire (µm)
li1	869	-	-	-
met1	747	52	26.4	2230
met2	40	43	27.4	1840
met3	2	4.1	1.24	174
met4	0	0.80	2.14	34
met5	-	0	0	0
==> cells in the mapped netlist (all sizes together) <==
| library cell | instances |
|---|---|
| nor3 | 3 |
| o21a | 2 |
| o41ai | 1 |
| nand3 | 6 |
| or3b | 3 |
| nor2b | 5 |
| buf | 22 |
| a31o | 1 |
| ha | 34 |
| a41oi | 1 |
| nand4 | 3 |
| dfstp | 5 |
| o211ai | 4 |
| a211o | 1 |
| dlxtp | 8 |
| and4b | 1 |
| mux2i | 2 |
| xor2 | 9 |
| nand2 | 17 |
| a211oi | 1 |
| a21o | 4 |
| o32a | 1 |
| nor4b | 2 |
| inv | 19 |
| conb | 2 |
| and2 | 1 |
| and4 | 2 |
| nor4 | 4 |
| xnor2 | 19 |
| and3 | 4 |
| a32oi | 2 |
| clkbuf | 1 |
| a21boi | 1 |
| a2111oi | 2 |
| o21ai | 9 |
| a21oi | 10 |
| o2111ai | 2 |
| mux2 | 2 |
| nor2 | 7 |
| dfrtp | 9 |
==> layout make-up <==
cell class,instances,area share [%]
Inverter,19,2.77
Sequential cell,22,18.5
Multi-Input combinational cell,181,54.7
Clock buffer,4,1.75
Tap cell,67,3.26
Timing Repair Buffer,49,19.0
==> cells by family after synthesis <==
kind of cell | Yosys count
AND-OR/OR-AND | 42
XOR/XNOR | 28
adder cells (fa/ha/maj) | 34
buffers and inverters | 42
flip-flops | 14
latches | 8
multiplexers | 4
other | 2
AND/OR/NAND/NOR | 58
==> worst min-delay path by stage <==
stage	startpoint	to	slack, ps	cells after the start
CTS	o_obj0_y[7]$_DFFE_PN1P_	o_obj0_y[7]$_DFFE_PN1P_	540	1
global route	o_obj0_y[7]$_DFFE_PN1P_	o_obj0_y[7]$_DFFE_PN1P_	550	1
finish	o_obj0_y[7]$_DFFE_PN1P_	o_obj0_y[7]$_DFFE_PN1P_	540	1
==> through the flow <==
stage               total power (µW)  std cells  util, %
global route                     391        342     53.1
detailed placement               253        338     52.2
floorplan                        209        245        -
global placement                 253        338     52.2
CTS                              370        342     53.1
finish                           364        342     53.1
==> state kept, by name (all words and copies together), names as in the netlist <==
register          cells
o_obj0_x              7
r_hold_direction      8
o_obj0_y              7
==> report_power, final <==
group | switching (µW) | internal [µW]
Sequential | 10.9 | 140
Clock | 48.6 | 65.5
Combinational | 40.0 | 59.1
Total | 99.5 | 265
==> cells in the final DEF, fill, tap and decap left out, types with 5 or more instances in the layout <==
cell type / n
clkdlybuf4s50_1: 49
ha_1: 34
inv_1: 19
xnor2_1: 19
nand2_1: 17
conb_1: 15
xor2_1: 9
a21oi_1: 9
dfrtp_1: 9
o21ai_0: 8
dlxtp_1: 8
nand3_1: 6
nor2b_1: 5
dfstp_2: 5
==> worst reg2reg max path: stages (launching register included) <==
cell and delay, ps:
dfrtp_1 470, inv_1 150, ha_1 280, a21boi_0 170, a211o_1 280, a21oi_1 500, o211ai_1 210, xnor2_1 160
No activity file was given, so power comes from the tool's default toggle rates.
