$ cat flow/config.mk
export PLATFORM = sky130hd
export DESIGN_NAME = stream_router
export DESIGN_NICKNAME = stream_router
export VERILOG_FILES = /design/flow/design.v
export SDC_FILE = /design/flow/constraint.sdc
export NUM_CORES = 4
export LEC_CHECK = 1
export CORE_AREA = 10 10 137 137
export DIE_AREA = 0 0 147 147
$ cat flow/constraint.sdc
current_design stream_router

set clk_period 2.9
set clk_io_pct 0.2

create_clock -name clk0 -period $clk_period

set non_clock_inputs [all_inputs -no_clocks]
set_input_delay [expr $clk_period * $clk_io_pct] -clock clk0 $non_clock_inputs
set_output_delay [expr $clk_period * $clk_io_pct] -clock clk0 [all_outputs]
$ cat flow/design.v
module stream_router (
    input  wire        i_clk,
    input  wire        i_rst_n,
    input  wire [63:0] i_s_axis_tdata,
    input  wire        i_s_axis_tvalid,
    input  wire        i_s_axis_tlast,
    output reg         o_s_axis_tready,
    output reg  [63:0] o_m_axis_port0_tdata,
    output reg         o_m_axis_port0_tvalid,
    output reg         o_m_axis_port0_tlast,
    input  wire        i_m_axis_port0_tready,
    output reg  [63:0] o_m_axis_port1_tdata,
    output reg         o_m_axis_port1_tvalid,
    output reg         o_m_axis_port1_tlast,
    input  wire        i_m_axis_port1_tready,
    output reg  [63:0] o_m_axis_port2_tdata,
    output reg         o_m_axis_port2_tvalid,
    output reg         o_m_axis_port2_tlast,
    input  wire        i_m_axis_port2_tready,
    output reg  [63:0] o_m_axis_port3_tdata,
    output reg         o_m_axis_port3_tvalid,
    output reg         o_m_axis_port3_tlast,
    input  wire        i_m_axis_port3_tready
);
    wire [7:0] w_packet_type = i_s_axis_tdata[7:0];
    always @(*) begin
        o_m_axis_port0_tvalid = 0;
        o_m_axis_port0_tdata = i_s_axis_tdata;
        o_m_axis_port0_tlast = i_s_axis_tlast;
        o_m_axis_port1_tvalid = 0;
        o_m_axis_port1_tdata = i_s_axis_tdata;
        o_m_axis_port1_tlast = i_s_axis_tlast;
        o_m_axis_port2_tvalid = 0;
        o_m_axis_port2_tdata = i_s_axis_tdata;
        o_m_axis_port2_tlast = i_s_axis_tlast;
        o_m_axis_port3_tvalid = 0;
        o_m_axis_port3_tdata = i_s_axis_tdata;
        o_m_axis_port3_tlast = i_s_axis_tlast;
        case (w_packet_type)
            8'h01: begin
                o_m_axis_port0_tvalid = i_s_axis_tvalid;
            end
            8'h02: begin
                o_m_axis_port1_tvalid = i_s_axis_tvalid;
            end
            8'h03: begin
                o_m_axis_port3_tvalid = i_s_axis_tvalid;
            end
            default: begin
            end
        endcase
    end
    always @(*) begin
        case (w_packet_type)
            8'h01: o_s_axis_tready = i_m_axis_port0_tready;
            8'h02: o_s_axis_tready = i_m_axis_port1_tready;
            8'h03: o_s_axis_tready = i_m_axis_port3_tready;
            default: o_s_axis_tready = 1'b1;   
        endcase
    end
endmodule
$ cat flow/run.sh
#!/bin/bash
# OpenROAD 26Q1-2900-gdf79404cd8, Yosys 0.63+post, stock flow scripts
make -C /OpenROAD-flow-scripts/flow DESIGN_CONFIG=/design/flow/config.mk WORK_HOME=/design/flow/orfs finish
==> results.ini <==
[global_routing]
vias_in_the_first_global_route=716
grt_first_pass_wirelength_mm=5.09
gr-total-overflow=0
grt_antenna_before_repair=0
grtUsageTotal_pct=3.09
pin_count_of_the_biggest_net_entering_global_routing=8

[critical_path]
cpPeakStageDelay_ns=0.54
worst-path-max-fanout=3
critical_path_arrival_ns=2.25
cp_cell_sequence=clkdlybuf4s15_2, or4_4, or4b_4, buf_6, nor3b_2, buf_2
worst-path-buf-inv=3
worstSetupEndpointType=output pin
cp_data_required_time_ns=2.32
cpLargestDelayFamily=simple AND/OR/NAND/NOR gates
worst-setup-path-type=in2out
critPathLaunchType=input pin
slowest_stage=sky130_fd_sc_hd__or4b_4

[timing]
slew_violations=0
final_min_period_over_clock_period_pct=97.7
final-setup-viol-count=0
timing.fmax_mhz=353
time_the_worst_path_needs_with_i_o_delays_and_setup_ns=2.83
hold_viol_final=0
rsz0062_at_grt=no

[detailed_routing]
drcViolationCount=0
num_vias=550
detail_route.iter0.violations=7
postRouteWirelength_mm=3.91
post_drt_wl_per_cell_microns=13.8
drt_first_pass_iters=3
route.antenna.remaining_nets=0
num_antenna_cells=0
viasPerCell=1.94

[layout]
fin_cells=284
num-clock-buffers=0
drive_gt1_share_pct=26.5
layout-area-overhead-vs-synth_pct=-55.8
ff_latch_area_sq_um=0
most_frequently_placed_logic_cell_in_the_final_layout=sky130_fd_sc_hd__clkdlybuf4s50_1
seq_cell_count=0
mostFrequentLayoutCells=sky130_fd_sc_hd__clkdlybuf4s50_1, sky130_fd_sc_hd__buf_4, sky130_fd_sc_hd__dlygate4sd2_1
final_instance_area_sq_um=907

[floorplan]
die-height_microns=147
placeableCoreArea_sq_mm=0.0158
die.size.x_microns=147
floorplanUtilization_pct=13.0
floorplan.rows=46
dieArea_sq_mm=0.0216
top_level_ports=337

[synth]
synth.yosys.chip_area_sq_mm=0.00205
netlist_instances=272
synthDominantAreaCellType=sky130_fd_sc_hd__buf_4
synth.yosys.seq_area_share_pct=0
ys_cells=272
yosys_warnings=1
synthDominantCellAreaShare_pct=95.5
netlist_area_sq_mm=0.00205
distinct_lib_cells_used=11
syn_avg_cell_area_sq_um=7.54
top_cells_by_area=sky130_fd_sc_hd__buf_4, sky130_fd_sc_hd__nor3b_2, sky130_fd_sc_hd__or4b_4

[run]
tool_warnings=35
drv.max_cap_violation_count=0

[placed_design]
io_buffers=48
gp_congestion=0.618
dp.cells=282
postPlaceCellArea_sq_um=896
dp_hpwl_mm=3.29

[pwr]
power.leakage_nw=0.269
clock_share_of_power_pct=0
combinational_share_of_power_pct=100.0
pwr_density_cell_mw_per_mm2=85.0
finalPower_mw=0.0771
p_switching_mw=0.0195
vdd_ir_drop_max_uv=23.4
switching_share_pct=25.3
power.sequential.fraction_pct=0
power.internal_mw=0.0576

[worst_hold_path]
timing.hold.worst.start=i_s_axis_tdata[25]
min-delay-path-class=in2out
hold-path-cell-count=0
worst_hold_path.endpoint=o_m_axis_port0_tdata[25]

[run_status]
outcome=completed

## synthesized netlist by cell type, drive strengths merged
library cell    n
buf           261
nor3b           3
or4             2
a21oi           1
conb            1
mux2i           1
nand2           1
nor2            1
or4b            1
## area by class of cell
type	instances	area, sq um
repair buffers	57	542
multi-input cells	11	95.1
well taps	216	270
fillers	1853	14900
## through the flow
step / hold slack, ns / util [%] / setup WS, ns / TNS [ns]
floorplan: 1.17 / - / 0.574 / 0
global placement: 1.16 / 5.66 / -0.496 / -1.63
detailed placement: 1.16 / 5.66 / -0.514 / -1.71
CTS: 1.16 / 5.73 / 0.00377 / 0
global route: 1.16 / 5.73 / 0.00718 / 0
finish: 1.16 / 5.73 / 0.0674 / 0
## power groups by stage
stage	combinational, mW	clock, mW	sequential [mW]
CTS	0.0819	0	0
global route	0.0869	0	0
finish	0.0771	0	0
## logic make-up after synthesis
family	share of synthesized area, %
other	0.183
and+or+nand+nor	3.60
buffers and inverters	95.5
muxes	0.488
AOI/OAI and AO/OA	0.244
## how the worst max path moves through the flow
stage / slack (ns) / cells after the start / startpoint / endpoint
after CTS: 0.004 / 6 / i_s_axis_tdata[2] / o_m_axis_port0_tvalid
final: 0.07 / 6 / i_s_axis_tdata[2] / o_m_axis_port0_tvalid
after global routing: 0.007 / 5 / i_s_axis_tdata[1] / o_s_axis_tready
## routing by layer
| layer | track usage [%] | wire length [microns] | vias to the layer above |
|---|---|---|---|
| met2 | 2.92 | 1170 | 144 |
| met3 | 4.09 | 1210 | 71 |
| met4 | 4.96 | 607 | 0 |
| met5 | 0 | 0 | - |
| li1 | - | - | 156 |
| met1 | 2.17 | 914 | 179 |
## repair_timing
item	CTS	global route
gates resized	22	0
setup endpoints to repair	4	2
pin swaps	3	1
setup buffers	2	0
endpoints found under the hold margin	0	0
hold buffers	0	0
Power and IR drop assume default switching activity.
