**config.mk**
```make
export PLATFORM = sky130hd
export DESIGN_NAME = spatial_intersect
export DESIGN_NICKNAME = spatial_intersect
export VERILOG_FILES = /design/flow/design.v
export SDC_FILE = /design/flow/constraint.sdc
export NUM_CORES = 4
export LEC_CHECK = 1
export CORE_UTILIZATION = 40
```
**constraint.sdc**
```tcl
current_design spatial_intersect

set clk_period 1.0
set clk_io_pct 0.2

create_clock -name clk0 -period $clk_period [get_ports {i_clk}]

set non_clock_inputs [all_inputs -no_clocks]
set_input_delay [expr $clk_period * $clk_io_pct] -clock clk0 $non_clock_inputs
set_output_delay [expr $clk_period * $clk_io_pct] -clock clk0 [all_outputs]
```
**design.v**
```verilog
module spatial_intersect (
    input  wire        i_clk,
    input  wire        i_rst_n,
    input  wire [9:0]  i_obj1_x,
    input  wire [9:0]  i_obj1_y,
    input  wire        i_obj1_active,
    input  wire [9:0]  i_group_x,
    input  wire [9:0]  i_group_y,
    output reg         o_collision_detected,
    output reg  [2:0]  o_hit_row,     
    output reg  [3:0]  o_hit_col      
);
    localparam GRID_COLS = 8;
    localparam GRID_ROWS = 3;
    localparam GROUP_ELEMENT_SIZE = 12;
    localparam SPACING = 60;
    localparam OBJ1_WIDTH = 4;
    localparam OBJ1_HEIGHT = 8;
    integer row, col;
    reg [9:0] r_element_x, r_element_y;
    reg r_overlap_x, r_overlap_y;
    reg [2:0] r_temp_hit_row;
    reg [3:0] r_temp_hit_col;
    reg r_temp_collision;
    always @(posedge i_clk or negedge i_rst_n) begin
        if (!i_rst_n) begin
            o_collision_detected <= 0;
            o_hit_row <= 0;
            o_hit_col <= 0;
        end else if (i_obj1_active) begin
            r_temp_collision = 0;
            r_temp_hit_row = 0;
            r_temp_hit_col = 0;
            for (row = 0; row < GRID_ROWS; row = row + 1) begin
                for (col = 0; col < GRID_COLS; col = col + 1) begin
                    r_element_x = i_group_x + (col * SPACING);
                    r_element_y = i_group_y + (row * SPACING);
                    r_overlap_x = (i_obj1_x < r_element_x + GROUP_ELEMENT_SIZE) &&
                               (i_obj1_x + OBJ1_WIDTH > r_element_x);
                    r_overlap_y = (i_obj1_y < r_element_y + GROUP_ELEMENT_SIZE) &&
                               (i_obj1_y + OBJ1_HEIGHT > r_element_y);
                    if (r_overlap_x && r_overlap_y && !r_temp_collision) begin
                        r_temp_collision = 1;
                        r_temp_hit_row = row;
                        r_temp_hit_col = col;
                    end
                end
            end
            o_collision_detected <= r_temp_collision;
            o_hit_row <= r_temp_hit_row;
            o_hit_col <= r_temp_hit_col;
        end else begin
            o_collision_detected <= 0;
        end
    end
endmodule
```
**run.sh**
```bash
#!/bin/bash
# OpenROAD 26Q1-2900-gdf79404cd8, Yosys 0.63+post, stock flow scripts
make -C /OpenROAD-flow-scripts/flow DESIGN_CONFIG=/design/flow/config.mk WORK_HOME=/design/flow/orfs finish
```
==> results.py <==
# Generated from Yosys and OpenROAD reports
metrics = {
    "outcome": {
        "status": "complete, but fails checks",
        "violations": "negative setup slack",
    },
    "drt": {
        "drc": 0,
        "antenna_cells": 0,
        "dr.pass1.iters": 5,
        "num_vias": 7987,
        "finalWirelength_um": 24800,
        "antenna_left": 0,
        "drt-wirelength-per-cell_um": 17.1,
        "drt_iter0_drc": 469,
        "viasPerCell": 5.52,
    },
    "final_timing": {
        "hold_viol_final": 0,
        "fin_tns_setup_ps": -13000,
        "finalClockSkew_ps": 0,
        "period_minus_slack_ps": 3240,
        "rsz0062_at_grt": "true",
        "setup_viol": 6,
        "fin_ws_ps": -2240,
        "finalMaxSlewViolations": 0,
        "fin_crit_sh": 3.24,
        "fmax_mhz": 309,
    },
    "pwr": {
        "vdd_drop_max_v": 0.000675,
        "p_per_area_nw_per_um2": 833,
        "p_leak_nw": 5.30,
    },
    "clocking": {
        "h-tree-depth": 1,
        "cts_tree": "yes",
        "clkSinkCount": 6,
        "clockBufferDepth": 2,
        "path_clk_slew_ps": 30,
        "cts-root-buf": "clkbuf_16",
        "cts_buffers": 3,
        "insertion_delay_ps": 220,
    },
    "yosys": {
        "ys_warn_count": 1,
        "syn_avg_cell_area_um2": 7.67,
        "edf_count": 0,
        "synth_flops": 6,
        "ys_types": 75,
        "flop_cell": "dfrtp_1",
        "synth_area_um2": 6660,
        "synth_async_sr_flop_share": 1.00,
        "synth_seq_share": 0.0225,
        "postSynthCellCount": 868,
        "ys_chip_area_um2": 6660,
        "ys_cells": 868,
    },
    "placed_design": {
        "dpl_cell_area_um2": 9680,
        "gp_congestion": 0.997,
        "dpl.hpwl_um": 20200,
        "portBuffers": 48,
    },
    "floorplan": {
        "core_um2": 16100,
        "die_area_um2": 17200,
        "ios": 51,
        "fp.dieH_um": 131,
        "initial_core_util": 0.415,
        "rows": 46,
        "die_x_um": 131,
    },
    "worst_setup_path": {
        "worst-r2r-setup-slack_ps": -130,
        "critPathArrivalTime_ps": 3380,
        "worstSetupPathType": "in2reg",
        "ff2ff_path_depth": 5,
        "reg2reg_to": "o_hit_col[0]",
        "endpoint_kind": "flip-flop",
        "cp_max_fo": 6,
        "worstSetupStartpointType": "input port",
        "crit-reg2reg-launch": "o_hit_col[0]",
        "required_ps": 1140,
    },
    "global_routing": {
        "grt_pass1_vias": 7513,
        "grtUsageTotal": 0.293,
        "overflow": 0,
        "antenna_found_initial": 0,
        "grt_max_degree": 17,
        "grt_pass1_wl_um": 37800,
    },
    "layout": {
        "syn2layout_area_growth_pct": 66.0,
        "drive_gt1_frac": 0.436,
        "finish.instance_area_um2": 11100,
        "layout_top_cells": "buf_4, ha_1, xnor2_1",
        "layout_top_cell": "buf_4",
    },
    "run": {
        "cap_viol_max_count": 0,
        "warnings": 53,
    },
    "hold_path": {
        "hp-class": "in2async",
    },
}
==> how the worst max path moves through the flow <==
stage             from            to  slack (ps)
6_report  i_group_x[4]  o_hit_col[0]       -2240
4_1_cts   i_group_x[4]  o_hit_col[1]       -2320
5_1_grt   i_group_x[3]  o_hit_col[0]       -2400
==> through the flow <==
step	power, mW	hold WS [ps]	util	std cells	setup slack [ps]
global placement	7.13	464	0.603	1409	-3130
finish	9.21	223	0.689	1448	-2240
global route	10.0	250	0.689	1448	-2400
CTS	8.52	225	0.654	1435	-2320
detailed placement	7.17	460	0.603	1409	-3250
floorplan	4.13	-95.6	-	869	-2220
==> Yosys cell counts, types with 3 or more instances <==
master     number  area (µm²)
a2111oi_0       3        26.3
a211o_1         5        43.8
a211oi_1       16         120
a21o_1         19         143
a21oi_1        61         305
a31oi_1         5        31.3
a32o_1          3        30.0
a32oi_1         3        26.3
a41oi_1         4        35.0
and2_1          3        18.8
and3_1          8        50.1
and4_1          3        26.3
buf_2          11        55.1
buf_4           5        37.5
clkbuf_1        6        22.5
dfrtp_1         6         150
ha_1          180        2250
inv_1          42         158
inv_2           9        33.8
nand2_1        54         203
nand2b_1       14        87.6
nand3_1        32         160
nand4_1        15        93.8
nand4b_1        4        35.0
nor2_1         50         188
nor2b_1        11        68.8
nor3_1         31         155
nor3b_1         6        45.0
nor4_1          8        50.1
o2111ai_1       5        43.8
o211ai_1       11        82.6
o21a_1          9        67.6
o21ai_0        32         160
o21ai_1        10        50.1
o21bai_1        4        30.0
o22ai_1         3        18.8
o31ai_1         4        30.0
o32ai_1         4        35.0
or2_2           3        18.8
or3_1          10        62.6
xnor2_1        84         736
xor2_1         27         236
==> where the power goes <==
| part | internal [mW] | total [mW] | switching (mW) | leakage, nW |
|---|---|---|---|---|
| clock network | 0.512 | 0.635 | 0.123 | 0.0370 |
| logic | 4.14 | 8.23 | 4.09 | 5.19 |
| registers | 0.311 | 0.344 | 0.0335 | 0.0760 |
| total | 4.97 | 9.21 | 4.24 | 5.30 |
==> routing by layer <==
layer	share of wire	vias to the layer above	global-route usage
li1	-	3978	-
met1	0.48	3770	0.409
met2	0.45	204	0.490
met3	0.052	35	0.0347
met4	0.021	0	0.0568
met5	0	-	0
==> layout make-up <==
| cell class | count | area, µm² |
|---|---|---|
| tap | 216 | 270 |
| multi-input combinational | 789 | 7240 |
| sequential | 6 | 150 |
| timing repair buffer | 383 | 3100 |
| inverter | 51 | 224 |
| fill | 1187 | 5000 |
| clock buffer | 3 | 75.1 |
==> cell families (layout without fill, tap and decap cells) <==
logic type / Yosys count / after routing / share of synthesized area
xor gates and xnor gates: 113 / 113 / 0.151
other: 1 / 2 / 0.000563
adders and majority gates: 180 / 180 / 0.338
and+or+nand+nor: 264 / 264 / 0.207
DFF: 6 / 6 / 0.0225
muxes: 1 / 1 / 0.00150
AOI/OAI and AO/OA: 229 / 229 / 0.232
buffers and inverters: 74 / 437 / 0.0477
==> sequential cells by signal, indices dropped and copies added, names as in the netlist <==
signal                flops
o_hit_col                 3
o_hit_row                 2
o_collision_detected      1
==> critical path, stage by stage <==
cell       delay, ps
buf_12           110
inv_8             60
ha_4             160
buf_6            100
a21bo_4          240
xnor2_4          140
or3_4            410
buf_4            150
xnor2_1          110
ha_1             290
nand3_2          110
a211oi_4         210
nor4_4            60
o22ai_2          250
buf_4            190
nor2_2            40
o32ai_2          260
o2111ai_1        160
o211ai_1         120
==> repair_timing <==
action,4_1_cts,5_1_grt
pin swaps,67,61
endpoints found under the hold margin,0,0
gates resized,171,119
endpoints found under the setup margin,12,9
setup buffers,24,13
hold buffers,0,0
gates cloned,0,1
Power is estimated from default activity; no workload was simulated.
